==> flow/design.v <==
module MAC #(
    parameter DATA_WIDTH = 8
) (
    input clk,
    input rst_n,
    input En,
    input Clr,
    input [DATA_WIDTH-1:0] Ain,
    input [DATA_WIDTH-1:0] Bin,
    output [DATA_WIDTH*3-1:0] Cout
);
    typedef enum reg {IDLE, ACC} state_t;
    state_t state, nxt_state;
    reg [DATA_WIDTH*3-1:0] CoutReg;
    logic acc;
    always_ff @(posedge clk, negedge rst_n) begin
        if (!rst_n) begin
	    state <= IDLE;
        end
        else if (Clr) begin
    	    state <= IDLE;
        end
        else begin
	    state <= nxt_state;
        end
    end
    always_comb begin
	acc = 0;  
	nxt_state = state;
	case (state)
	    default : if(En) begin
		nxt_state = ACC;
	    end
	    ACC : if(!En) begin
		nxt_state = IDLE;
	    end else begin
		acc = 1;
	    end
	endcase
    end
    always_ff @(posedge clk, negedge rst_n) begin
	if (!rst_n) begin
	    CoutReg <= '0;
	end else if (Clr) begin
	    CoutReg <= '0;
	end else if (acc) begin
	    CoutReg <= CoutReg + Ain*Bin;
	end
    end
    assign Cout = CoutReg;
endmodule
==> flow/run.sh <==
#!/bin/bash
# OpenROAD 26Q1-2900-gdf79404cd8, Yosys 0.63+post, stock flow scripts
make -C /OpenROAD-flow-scripts/flow DESIGN_CONFIG=/design/flow/config.mk WORK_HOME=/design/flow/orfs finish
==> flow/config.mk <==
export PLATFORM = sky130hd
export DESIGN_NAME = MAC
export DESIGN_NICKNAME = MAC
export VERILOG_FILES = /design/flow/design.v
export SDC_FILE = /design/flow/constraint.sdc
export NUM_CORES = 4
export LEC_CHECK = 1
export CORE_UTILIZATION = 40
==> flow/constraint.sdc <==
current_design MAC

set clk_period 13.1
set clk_io_pct 0.2

create_clock -name clk0 -period $clk_period [get_ports {clk}]

set non_clock_inputs [all_inputs -no_clocks]
set_input_delay [expr $clk_period * $clk_io_pct] -clock clk0 $non_clock_inputs
set_output_delay [expr $clk_period * $clk_io_pct] -clock clk0 [all_outputs]
==> results.sh <==
# implementation run metrics
export IMPL_grt_pass1_wl_um=15000
export IMPL_max_slew_margin_rel=0.459
export IMPL_syn_area_per_cell_um2=8.68
export IMPL_worst_slew_pin_slew_ps=811
export IMPL_final_setup_tns_ps=0
export IMPL_grt_pass1_vias=3101
export IMPL_area_growth_pct=15.4
export IMPL_viasPerCell=4.80
export IMPL_antenna_found_initial=0
export IMPL_synth_async_reset_ratio=1.00
export IMPL_holdBufCountCts=0
export IMPL_htree_levels=1
export IMPL_routed_wl_um=8390
export IMPL_dieArea_um2=10200
export IMPL_portBuffers=43
export IMPL_drive_above_1_share=0.0611
export IMPL_postCtsSetupRepairBufs=0
export IMPL_edf_count=0
export IMPL_status="completed"
export IMPL_timing_final_crit_period_ps=7160
export IMPL_cts_root_buf="clkbuf_8"
export IMPL_ff_type="dfrtp_1"
export IMPL_fin_util=0.484
export IMPL_vias=2976
export IMPL_cts_buffer_depth=2
export IMPL_yosysChipArea_um2=3930
export IMPL_drcViolationCount=0
export IMPL_end_kind="flip-flop"
export IMPL_irDropWorstVdd_mv=0.0670
export IMPL_wl_per_cell_um=13.5
export IMPL_openroad_warnings=25
export IMPL_initCoreUtil=0.419
export IMPL_setup_viol=0
export IMPL_placed_cell_area_um2=4490
export IMPL_cp_arrival_ps=7330
export IMPL_ys_types=51
export IMPL_grt_max_degree=33
export IMPL_r2r_cells=15
export IMPL_ys_sh_mux=0.0210
export IMPL_clkSinkCount=25
export IMPL_fp_dieW_um=101
export IMPL_powerDensity_nw_per_um2=137
export IMPL_firstDrtPassIters=4
export IMPL_ys_flops=25
export IMPL_adder_share=0.385
export IMPL_ys_seq_share=0.159
export IMPL_min_path_cells=2
export IMPL_n_antenna_cell=0
export IMPL_finish_instance_area_um2=4540
export IMPL_required_ps=13270
export IMPL_cp_max_fo=8
export IMPL_skew_ps=5.58
export IMPL_total_power_mw=0.622
export IMPL_clk_pin_slew_ps=110
export IMPL_core_um2=9370
export IMPL_logic_family="adder cells"
export IMPL_dieHeight_um=101
export IMPL_cp_start_kind="input port"
export IMPL_synth_area_um2=3930
export IMPL_rows=35
export IMPL_drt_iter0_markers=120
export IMPL_fmax_ghz=0.140
export IMPL_hold_ws_ps=561
export IMPL_dp_hpwl_um=6800
export IMPL_fill_cells=904
export IMPL_grt_overflow_total=0
export IMPL_rsz0062_at_grt="false"
export IMPL_hold_viol=0
export IMPL_slew_viol_final=0
export IMPL_cts_buffers=3
export IMPL_p_leak_nw=2.25
export IMPL_aoi_share=0.121
export IMPL_critical_path_class="input port to flip-flop"
export IMPL_synthSimpleGateAreaFrac=0.194
export IMPL_grt_usage=0.191
export IMPL_cts_resized=0
export IMPL_ant_nets=0
export IMPL_synth_cells=453
export IMPL_clock_latency_ps=280
export IMPL_tritoncts="done"
export IMPL_ys_warn_count=1
export IMPL_io_pin_count=44
export IMPL_place_congestion=0.906
export IMPL_hold_class="flip-flop to flip-flop"
export IMPL_fin_crit_sh=0.547
export IMPL_max_cap_violations=0
export IMPL_synthXorXnorAreaFrac=0.0111
export IMPL_ys_cells=453
[layout by cell type (no fill, tap or decap), types with 3 or more instances in the layout]
master	count
a211oi_1	6
a211oi_2	3
a21o_1	3
a21oi_1	24
and2_1	36
buf_4	3
clkbuf_8	3
clkdlybuf4s50_1	43
dfrtp_1	25
fa_1	50
ha_1	41
inv_1	98
mux2_4	4
nand2_1	56
nand3_1	11
nand4_1	3
nor2_1	18
nor2b_1	6
nor3_1	5
o21ai_0	7
o21ai_1	6
o21ai_2	3
xnor2_1	4
[stage by stage]
stage | worst slack, ps | cells
final | 5940 | 620
after global routing | 5760 | 620
after CTS | 5920 | 620
after detailed placement | 5630 | 616
after global placement | 5620 | 616
after floorplan | 6520 | 453
[state kept, by name, summed over array words and instances, names as in the netlist]
register  count
CoutReg      24
state         1
[Yosys cell counts, drive strengths merged, types with 4 or more instances]
master,instances,share of area
a211oi,9,0.021
a21o,4,0.0080
a21oi,27,0.041
and2,37,0.060
buf,7,0.011
clkbuf,5,0.0048
dfrtp,25,0.16
fa,50,0.25
ha,41,0.13
inv,98,0.094
mux2,6,0.021
nand2,56,0.053
nand3,11,0.014
nor2,18,0.017
nor2b,6,0.0095
nor3,6,0.011
o21ai,16,0.023
xnor2,4,0.0089
[cells by family after synthesis]
| kind of cell | Yosys count |
|---|---|
| mux | 6 |
| compound gates | 68 |
| simple gates | 148 |
| fa+ha+maj | 91 |
| buf+inv | 110 |
| flops | 25 |
| xor+xnor | 5 |
[power by group]
part	leakage, nW	switching [mW]	internal (mW)
registers	0.345	0.00723	0.0846
clock network	0.0261	0.0291	0.0224
logic	1.88	0.276	0.203
total	2.25	0.312	0.310
[metal layers]
metal / track usage / share of wire
met5: 0 / 0
met4: 0.00780 / 0.0017
met3: 0.0196 / 0.028
met2: 0.307 / 0.46
met1: 0.307 / 0.51
[path summary, 6_finish.rpt]
path / start / to / slack (ps)
min in group asynchronous: rst_n / CoutReg[22] / 2700
setup reg to reg: CoutReg[7] / CoutReg[20] / 8710
hold reg to reg: CoutReg[13] / CoutReg[13] / 560
max in group asynchronous: rst_n / CoutReg[9] / 10140
hold / removal: CoutReg[13] / CoutReg[13] / 560
setup / recovery: Ain[0] / CoutReg[20] / 5940
[critical path, cell delays in order]
cell	delay (ps)
clkdlybuf4s50_1	660
nand2_1	140
fa_1	530
fa_1	550
inv_1	50
fa_1	570
inv_1	70
fa_1	540
inv_1	40
ha_1	330
o211a_1	260
nor3_4	240
a211oi_2	80
a21oi_4	220
o21ai_1	130
mux2_1	310
[final cells by class]
class | count | area (um2) | area share
clock buffers | 3 | 41.3 | 0.00910
clock inverters | 1 | 8.76 | 0.00193
inverters | 98 | 368 | 0.0811
multi-input cells | 318 | 2880 | 0.634
flip-flops and latches | 25 | 626 | 0.138
well taps | 129 | 161 | 0.0356
repair buffers | 46 | 453 | 0.0999
No activity file was given, so power comes from the tool's default toggle rates.
