[./design.v]
module FIFO
#(
  parameter DEPTH = 8,
  parameter DATA_WIDTH = 8
)
(
  input clk,
  input rst_n,
  input rden,
  input wren,
  input [DATA_WIDTH-1:0] i_data,
  output reg [DATA_WIDTH-1:0] o_data,
  output full,
  output empty
);
  reg [DATA_WIDTH-1:0] mem [0:DEPTH-1];
  reg [$clog2(DEPTH)-1:0] wr_ptr = 0;
  reg [$clog2(DEPTH)-1:0] rd_ptr = 0;
  reg [15:0] wr = 0;
  reg [15:0] rd = 0;
  reg full_flag = 0;
  reg empty_flag = 1;
  assign full = full_flag;
  assign empty = empty_flag;
  always @(posedge clk or negedge rst_n) begin
    if (!rst_n) begin
      wr_ptr <= 0;
      rd_ptr <= 0;
      full_flag <= 0;
      empty_flag <= 1;
      wr <= 0;
      rd <= 0;
    end else begin
      if (wren && !full_flag) begin
        mem[wr_ptr] <= i_data;
        wr_ptr <= (wr_ptr + 1) % DEPTH;
	wr <= wr + 1;
        empty_flag <= 0;
        if (wr == rd + DEPTH - 1) begin
          full_flag <= 1;
        end
      end
      if (rden && !empty_flag) begin
        o_data <= mem[rd_ptr];
        rd_ptr <= (rd_ptr + 1) % DEPTH;
	rd <= rd + 1;
        full_flag <= 0;
        if (rd == wr - 1) begin
          empty_flag <= 1;
        end
      end
    end
  end
endmodule
[./run.sh]
#!/bin/bash
# OpenROAD 26Q1-2900-gdf79404cd8, Yosys 0.63+post, stock flow scripts
make -C /OpenROAD-flow-scripts/flow DESIGN_CONFIG=/design/flow/config.mk WORK_HOME=/design/flow/orfs finish
[./config.mk]
export PLATFORM = sky130hd
export DESIGN_NAME = FIFO
export DESIGN_NICKNAME = FIFO
export VERILOG_FILES = /design/flow/design.v
export SDC_FILE = /design/flow/constraint.sdc
export NUM_CORES = 4
export LEC_CHECK = 1
export CORE_UTILIZATION = 50
[./constraint.sdc]
current_design FIFO

set clk_period 4.9
set clk_io_pct 0.2

create_clock -name clk0 -period $clk_period [get_ports {clk}]

set non_clock_inputs [all_inputs -no_clocks]
set_input_delay [expr $clk_period * $clk_io_pct] -clock clk0 $non_clock_inputs
set_output_delay [expr $clk_period * $clk_io_pct] -clock clk0 [all_outputs]
==> qor.yml <==
run_status:
  status: "finished clean"
synth:
  async_flop_share_pct: 35.7
  edf_count: 72
  ys_seq_share_pct: 56.6
  ff_type: "edfxtp_1"
  syn-instance-count: 467
  yosys_warnings: 2
  ys_cells: 467
  synthDistinctLibCells: 55
  avgSynthCellArea_um2: 12.0
  ys.flops: 112
  ys_area_mm2: 0.00559
  synth.cell_area_mm2: 0.00559
global_route:
  top_usage_layer: "met1"
  antenna_found_initial: 0
  grt_max_degree: 25
  met2_usage_pct: 28.1
  grt.overflow.total: 0
  use_met3_pct: 9.14
  grt_use_total_pct: 23.2
  grt_pass1_wl_um: 18900
  grt_pass1_vias: 3451
  grt_util_met1_pct: 43.6
die:
  rows: 38
  die_x_um: 108
  dieArea_mm2: 0.0116
  core_mm2: 0.0109
  io_pins: 22
  initial_utilization_pct: 51.4
  die.size.y_um: 108
finish:
  fill_cells: 892
  syn_to_final_growth_pct: 7.56
  drive_gt1_share_pct: 7.40
  regArea_mm2: 0.00316
  combGateArea_mm2: 0.00224
sta:
  worst_pin_slew_ns: 0.814
  finalCriticalPeriod_ns: 2.89
  finalHoldViolations: 0
  fmax_mhz: 346
  slew_headroom_pct: 45.6
  fin_skew_ns: 0.00808
  setup_viol: 0
  setup_tns_ns: 0
  rsz0062_at_grt: "false"
  finalMaxSlewViolations: 0
  fin_crit_sh_pct: 59.1
power:
  worst_ir_drop_vdd_v: 0.000295
  finalPower_mw: 2.92
  power_leakage_nw: 2.19
  powerDensity_mw_per_mm2: 485
setup_path:
  worstPathArrival_ns: 3.15
  cp_cell_sequence: "clkdlybuf4s50_1 > nor2b_1 > and4_1 > nand3_1 > nor2_1 > nand4_1 > xnor2_1"
  end_kind: "register"
  required_ns: 5.16
  path_buffers: 1
  crit_family: "simple AND/OR/NAND/NOR gates"
  worst_path_largest_cell_delay_ns: 0.66
  crit_type: "input port to register"
  critPathMaxFanout: 13
  crit_path_start_kind: "input port"
  crit_slowest_cell: "nor2b_1"
clocking:
  cts.htree.levels: 3
  cts_root_buf: "clkbuf_8"
  clk_latency_ns: 0.37
  postCtsSetupBuffers: 0
  ctsHoldBuffers: 0
  cts.reportedPaths.clkPinSlew_ns: 0.11
  cts_resized: 0
  cts_tree: "yes"
  cts.path.max_buffers: 2
  cts.sinks: 112
  cts_buffers: 9
routing:
  avgViaCountPerCell: 5.79
  drt_iter0_markers: 211
  drtPass1Iterations: 4
  n_antenna_cell: 0
  routedWlPerCell_um: 18.9
  num_vias: 3551
  drc_errors: 0
  ant_nets: 0
  wl_um: 11600
run:
  warning_count: 35
  drv_cap: 0
worst_hold_path:
  holdCritPathClass: "register to register"
place:
  dpl.hpwl_um: 8340
  io_buffer_count: 21
  gp_congestion: 0.899
cells by family after synthesis:
family,share of synthesized area [%]
fa+ha+maj,3.58
buf+inv,3.40
compound gates,8.66
flops,56.6
simple gates,14.9
mux,3.27
xor+xnor,9.55
cell usage after synthesis, drive strengths merged (11+ instances only):
library cell	count	area share (%)
and3	15	1.7
buf	13	1.3
clkbuf	19	1.3
dfrtp	39	17
edfxtp	72	39
ha	16	3.6
inv	12	0.81
nand2	31	2.1
nand3	17	1.5
nand4	11	1.3
nor2	22	1.5
nor3	12	1.1
o21ai	14	1.3
xnor2	47	7.4
xor2	14	2.2
final timing paths:
path,start,end,slack [ns],depth (start not counted)
min in group asynchronous,rst_n,wr[13],0.58,1
hold reg to reg,empty_flag,empty_flag,0.53,2
setup / recovery,wren,wr[9],2.01,7
max in group asynchronous,rst_n,rd[14],3.65,2
setup reg to reg,rd_ptr[2],o_data[2],2.37,5
hold / removal,empty_flag,empty_flag,0.53,2
where the power goes:
| part | internal [mW] | switching [mW] |
|---|---|---|
| logic | 0.474 | 0.536 |
| clock network | 0.190 | 0.319 |
| registers | 1.18 | 0.218 |
through the flow:
| stage | std cells | hold slack (ns) | worst slack (ns) | utilization (%) | cell area (um2) |
|---|---|---|---|---|---|
| after floorplan | 467 | 0.455 | 2.76 | - | 5590 |
| after global placement | 597 | 0.531 | 1.68 | 53.6 | 5830 |
| after detailed placement | 597 | 0.532 | 1.60 | 53.6 | 5830 |
| after CTS | 613 | 0.549 | 1.99 | 55.2 | 6010 |
| after global routing | 613 | 0.566 | 1.73 | 55.2 | 6010 |
| final | 613 | 0.532 | 2.01 | 55.2 | 6010 |
flip-flops by register name, indices dropped and copies added, names as in the netlist:
register    flops
rd             16
o_data          8
empty_flag      1
mem            64
rd_ptr          3
wr             16
full_flag       1
wr_ptr          3
worst min-delay path, delay by kind of cell (launching register included):
| family | cells | cell delay, ns |
|---|---|---|
| and+or+nand+nor | 1 | 0.07 |
| DFF | 1 | 0.40 |
| AOI/OAI and AO/OA | 1 | 0.06 |
layout by cell type (no fill, tap or decap), drive strengths merged, types with 3 or more instances in the layout:
cell,n
a41oi,3
and4,3
nand2,31
clkdlybuf4s50,20
ha,16
a222oi,8
a31oi,5
nor2,22
o21ai,14
and2,4
mux2,10
nand4,11
edfxtp,72
xnor2,47
nor2b,8
clkbuf,9
a221oi,8
clkinvlp,4
mux2i,7
xor2,14
and3,15
a21oi,10
dfrtp,39
nor3,12
nor4,6
or3,5
nor3b,4
nand3,17
inv,14
o31ai,4
nand4b,3
nand2b,8
final cells by class:
cell class | instances | area share [%]
clock inverters | 7 | 0.936
repair buffers | 22 | 3.54
inverters | 12 | 0.749
well taps | 140 | 2.91
clock buffers | 9 | 2.06
flip-flops and latches | 112 | 52.6
multi-input cells | 311 | 37.2
layer usage:
metal  share of wire (%)  vias up
met5                   0        -
met3                  11        8
met2                  38      111
li1                    -     1720
met1                  50     1712
met4                0.83        0
No activity file was given, so power comes from the tool's default toggle rates.
